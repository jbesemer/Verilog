$ cat /design/flow/config.mk
export PLATFORM = sky130hd
export DESIGN_NAME = shift_out
export DESIGN_NICKNAME = shift_out
export VERILOG_FILES = /design/flow/design.v
export SDC_FILE = /design/flow/constraint.sdc
export NUM_CORES = 4
export LEC_CHECK = 1
export CORE_AREA = 10 10 110 110
export DIE_AREA = 0 0 120 120
$ cat /design/flow/constraint.sdc
current_design shift_out

set clk_period 2.4
set clk_io_pct 0.2

create_clock -name clk0 -period $clk_period [get_ports {clk}]

set non_clock_inputs [all_inputs -no_clocks]
set_input_delay [expr $clk_period * $clk_io_pct] -clock clk0 $non_clock_inputs
set_output_delay [expr $clk_period * $clk_io_pct] -clock clk0 [all_outputs]
$ cat /design/flow/design.v
module shift_out( input clk, load, enable, input [ width - 1 : 0 ] init_value, output sout );
	parameter width = 32;
	parameter cwidth = 5;
	reg [ width - 1 : 0 ] data;
	reg [ cwidth - 1 : 0 ] index;
	reg done;
	always @( posedge clk or posedge load )
	begin
		if( load )
			begin
				data <= init_value;
				index <= 0;
				done <= 0;
			end
		else if( enable && !done )
			begin
				index <= index +1;
				done <= &index;
			end
	end
	assign sout = data[ index ];
endmodule
$ cat /design/flow/run.sh
#!/bin/bash
# OpenROAD 26Q1-2900-gdf79404cd8, Yosys 0.63+post, stock flow scripts
make -C /OpenROAD-flow-scripts/flow DESIGN_CONFIG=/design/flow/config.mk WORK_HOME=/design/flow/orfs finish
==> flow_results.xml <==
<?xml version="1.0" encoding="UTF-8"?>
<metrics>
  <group name="yosys">
    <metric name="synth_area" unit="sq um">1050</metric>
    <metric name="synth_area_per_cell" unit="sq um">11.7</metric>
    <metric name="post-synth-top-count-cell" unit="">sky130_fd_sc_hd__dlxtp_1</metric>
    <metric name="synth_top_flop_cell" unit="">sky130_fd_sc_hd__dlxtp_1</metric>
    <metric name="top_area_share" unit="%">45.7</metric>
    <metric name="ys_cells" unit="">90</metric>
    <metric name="synth_warnings" unit="">2</metric>
    <metric name="cell_variety_after_synth" unit="">24</metric>
    <metric name="most_used_standard_cells_in_the_synthesized_netlist" unit="">sky130_fd_sc_hd__dlxtp_1 (32), sky130_fd_sc_hd__mux2i_1 (16), sky130_fd_sc_hd__dfrtp_1 (6)</metric>
    <metric name="edf_count" unit="">0</metric>
    <metric name="synthCells" unit="">90</metric>
    <metric name="synthDominantAreaCellType" unit="">sky130_fd_sc_hd__dlxtp_1</metric>
    <metric name="synth.top_cells.by_area" unit="">sky130_fd_sc_hd__dlxtp_1 (46%), sky130_fd_sc_hd__mux2i_1 (15%), sky130_fd_sc_hd__dfrtp_1 (14%), sky130_fd_sc_hd__a22o_1 (3.3%), sky130_fd_sc_hd__ha_1 (2.4%)</metric>
    <metric name="asyncSetResetFlopFracSynth" unit="%">15.8</metric>
    <metric name="ys_chip_area" unit="sq um">1050</metric>
    <metric name="post_synthesis_sequential_element_count" unit="">38</metric>
  </group>
  <group name="timing">
    <metric name="untimed_endpoints" unit="">32</metric>
    <metric name="register_pins_left_without_a_clock" unit="">32</metric>
    <metric name="rsz_0062_raised_after_global_routing" unit="">no</metric>
    <metric name="finClkSkew" unit="ns">0.000772</metric>
    <metric name="timing.fmax" unit="MHz">437</metric>
    <metric name="layout_worst_path_cycle_share" unit="%">95.3</metric>
    <metric name="tns" unit="ns">0</metric>
    <metric name="finalHoldViolations" unit="">0</metric>
    <metric name="slew_viol_final" unit="">0</metric>
    <metric name="setup_violations" unit="">0</metric>
    <metric name="max-slew-margin-rel" unit="%">67.2</metric>
    <metric name="min_period" unit="ns">2.29</metric>
    <metric name="tightest_slew" unit="ns">0.492</metric>
  </group>
  <group name="worst_setup_path">
    <metric name="worstPathRequired" unit="ns">1.92</metric>
    <metric name="critical_path_peak_fanout" unit="">4</metric>
    <metric name="worst_setup_path_end_kind" unit="">output port</metric>
    <metric name="cp-start-kind" unit="">flop</metric>
    <metric name="critical_path_arrival" unit="ns">1.81</metric>
    <metric name="critical_path_start_end_classification" unit="">reg -&gt; out</metric>
  </group>
  <group name="drt">
    <metric name="via_count" unit="">772</metric>
    <metric name="drc_violations" unit="">0</metric>
    <metric name="drt-total-wl" unit="microns">2770</metric>
    <metric name="topRoutingLayerUsed" unit="">met3</metric>
    <metric name="insertedDiodeCount" unit="">0</metric>
    <metric name="drt_pass1_iterations" unit="">2</metric>
    <metric name="wl_met3" unit="microns">243</metric>
    <metric name="drt-vias-per-instance" unit="">2.90</metric>
    <metric name="detail_route.iter0.violations" unit="">18</metric>
    <metric name="post_drt_wl_per_cell" unit="microns">10.4</metric>
    <metric name="route.met2.wl" unit="microns">1460</metric>
    <metric name="count_of_antenna_violating_nets_left_after_detailed_routing" unit="">0</metric>
    <metric name="met1_layer_wirelength_in_the_final_routing" unit="microns">1060</metric>
  </group>
  <group name="finish">
    <metric name="n_fill_cell" unit="">1091</metric>
    <metric name="utilization" unit="%">16.9</metric>
    <metric name="logic_area" unit="sq um">400</metric>
    <metric name="share_of_layout_cells_above_drive_strength_1" unit="%">9.77</metric>
    <metric name="sequential_cell_area" unit="sq um">631</metric>
    <metric name="area_growth_synth_to_finish" unit="%">56.8</metric>
  </group>
  <group name="power_and_ir_drop">
    <metric name="p_leak" unit="nW">0.718</metric>
    <metric name="vdd_drop_max" unit="V">0.000252</metric>
    <metric name="cellPowerDensity" unit="nW/um^2">632</metric>
  </group>
  <group name="floorplan">
    <metric name="core_area" unit="sq um">9770</metric>
    <metric name="design.die.area" unit="sq um">14400</metric>
    <metric name="fp.dieH" unit="microns">120</metric>
    <metric name="dieWidth" unit="microns">120</metric>
    <metric name="top_level_ports" unit="">36</metric>
    <metric name="fp-row-count" unit="">36</metric>
    <metric name="floorplan.initialDensity" unit="%">10.8</metric>
  </group>
  <group name="cts">
    <metric name="cts_hold_buf" unit="">0</metric>
    <metric name="clock-root-buffer" unit="">sky130_fd_sc_hd__clkbuf_8</metric>
    <metric name="clk-insertion-delay-late" unit="ns">0.22</metric>
    <metric name="cts-htree-levels" unit="">1</metric>
    <metric name="clock_tree.buffer_depth" unit="">2</metric>
    <metric name="post-cts-setup-buffers" unit="">0</metric>
    <metric name="cts_inserted_buffers" unit="">3</metric>
    <metric name="cts_tree" unit="">built</metric>
    <metric name="cts.clk_slew.worst_paths" unit="ns">0.04</metric>
  </group>
  <group name="job">
    <metric name="tool_warnings" unit="">25</metric>
    <metric name="max_capacitance_violation_count" unit="">0</metric>
  </group>
  <group name="global_route">
    <metric name="grt_first_pass_wirelength" unit="microns">4460</metric>
    <metric name="grt.overflow.total" unit="">0</metric>
    <metric name="grt_util_all_layers" unit="%">3.85</metric>
    <metric name="number_of_global_route_vias_before_repair" unit="">882</metric>
    <metric name="number_of_antenna_violations_at_the_first_check_in_global_routing" unit="">0</metric>
    <metric name="grt_start_max_net_pins" unit="">34</metric>
  </group>
  <group name="outcome">
    <metric name="run_status" unit="">completed</metric>
  </group>
  <group name="place">
    <metric name="post_detailed_placement_half_perimeter_wirelength" unit="microns">2440</metric>
    <metric name="port_buffers" unit="">35</metric>
    <metric name="gpl.final_weighted_congestion" unit="">0.721</metric>
  </group>
  <group name="hold_path">
    <metric name="worstHoldPathType" unit="">reg -&gt; reg</metric>
  </group>
</metrics>
## flip-flops by register name (all words and copies together) (netlist names)
register	flops
data	32
index	5
done	1
## area by class of cell
type / count / area share, %
tap: 133 / 10.1
timing repair buffer: 42 / 24.6
sequential: 38 / 38.3
clock buffer: 3 / 2.51
inverter: 1 / 0.228
multi-input combinational: 49 / 24.3
## timing repair
item                                    4_1_cts  5_1_grt
endpoints found under the hold margin         0        0
resized                                       1        1
endpoints found under the setup margin        1        1
pin swaps                                     1        1
## routing by layer
layer | GRT usage, % | up-vias
met5 | 0 | -
met4 | 0.0754 | 0
met3 | 2.09 | 0
met2 | 6.88 | 15
met1 | 4.13 | 354
li1 | - | 403
## report_power, final
group	switching (mW)	total, mW	leakage (nW)	internal [mW]
Sequential	0.0621	0.255	0.326	0.193
Clock	0.0421	0.150	0.0216	0.108
Combinational	0.270	0.637	0.370	0.366
## final timing paths
path / start / end / slack (ns) / cells after the start
hold / removal: done / done / 0.45 / 1
setup / recovery: index[2] / sout / 0.11 / 6
min in group asynchronous: load / index[2] / 0.73 / 3
max in group asynchronous: load / index[3] / 1.48 / 3
setup reg to reg: index[0] / index[4] / 0.84 / 5
hold reg to reg: done / done / 0.45 / 1
## worst max-delay path, stage by stage, from the launching register on
cell and delay [ns]:
sky130_fd_sc_hd__dfrtp_1 0.42, sky130_fd_sc_hd__mux2i_1 0.14, sky130_fd_sc_hd__a22o_1 0.25, sky130_fd_sc_hd__a2111oi_2 0.33, sky130_fd_sc_hd__a22oi_1 0.14, sky130_fd_sc_hd__nand3_1 0.09
sky130_fd_sc_hd__dlygate4sd2_1 0.22
## per-stage QoR
stage	hold slack [ns]	worst slack (ns)	cells	power [mW]	instance area, sq um
final	0.455	0.112	266	1.04	1650
after global routing	0.466	0.0000939	266	1.14	1650
after CTS	0.455	0.0583	266	1.05	1640
after detailed placement	0.454	0.0488	263	0.910	1600
after global placement	0.439	0.0556	263	0.908	1600
after floorplan	0.271	0.583	90	0.658	1050
## logic make-up (layout without fill, tap and decap cells)
family,count (synthesis),after routing,share of synthesized area (%)
multiplexers,18,18,17.4
adder cells (fa/ha/maj),2,2,2.38
AND-OR/OR-AND,11,11,8.10
flip-flops,6,6,14.3
AND/OR/NAND/NOR,15,15,7.74
XOR/XNOR,3,3,2.50
latches,32,32,45.7
buffers and inverters,3,46,1.90
## cells in the final DEF, fill, tap and decap left out
master	n
sky130_fd_sc_hd__dfrtp_1	6
sky130_fd_sc_hd__buf_4	6
sky130_fd_sc_hd__nand4_1	1
sky130_fd_sc_hd__nand2_1	4
sky130_fd_sc_hd__dlygate4sd2_1	1
sky130_fd_sc_hd__buf_6	1
sky130_fd_sc_hd__nand4b_1	1
sky130_fd_sc_hd__inv_1	1
sky130_fd_sc_hd__nand3_1	2
sky130_fd_sc_hd__clkbuf_8	3
sky130_fd_sc_hd__a21oi_1	4
sky130_fd_sc_hd__a22o_1	4
sky130_fd_sc_hd__xnor2_1	2
sky130_fd_sc_hd__nor2_1	1
sky130_fd_sc_hd__a21o_1	1
sky130_fd_sc_hd__mux2i_1	16
sky130_fd_sc_hd__dlxtp_1	32
sky130_fd_sc_hd__xor2_1	1
sky130_fd_sc_hd__a2111oi_2	1
sky130_fd_sc_hd__nor2b_1	3
sky130_fd_sc_hd__and2_1	1
sky130_fd_sc_hd__ha_1	2
sky130_fd_sc_hd__nand2b_1	1
sky130_fd_sc_hd__clkdlybuf4s50_1	34
sky130_fd_sc_hd__a22oi_1	1
sky130_fd_sc_hd__and3_1	1
sky130_fd_sc_hd__mux2_2	2
No activity file was given, so power comes from the tool's default toggle rates.
