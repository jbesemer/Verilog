--- flow/run.sh ---
#!/bin/bash
# OpenROAD 26Q1-2900-gdf79404cd8, Yosys 0.63+post, stock flow scripts
make -C /OpenROAD-flow-scripts/flow DESIGN_CONFIG=/design/flow/config.mk WORK_HOME=/design/flow/orfs finish
--- flow/config.mk ---
export PLATFORM = sky130hd
export DESIGN_NAME = writer
export DESIGN_NICKNAME = writer
export VERILOG_FILES = /design/flow/design.v
export SDC_FILE = /design/flow/constraint.sdc
export NUM_CORES = 4
export LEC_CHECK = 1
export CORE_AREA = 10 10 113 113
export DIE_AREA = 0 0 123 123
--- flow/constraint.sdc ---
current_design writer

set clk_period 4.0
set clk_io_pct 0.2

create_clock -name clk0 -period $clk_period [get_ports {sclk}]

set non_clock_inputs [all_inputs -no_clocks]
set_input_delay [expr $clk_period * $clk_io_pct] -clock clk0 $non_clock_inputs
set_output_delay [expr $clk_period * $clk_io_pct] -clock clk0 [all_outputs]
--- flow/design.v ---
module writer( sclk, enable, mosi, load_data, data_init );
	parameter width = 64;	 
	parameter cwidth = 6;	 
	input sclk, enable, load_data;
	output mosi;
	input [ width - 1 : 0 ] data_init;
	reg [ width - 1 : 0 ] data;
	reg [ cwidth - 1 : 0 ] index;
	reg done;
	always @( posedge sclk or posedge load_data )
	begin
		if( load_data )
			begin
				data <= data_init;
				index <= 0;
				done <= 0;
			end
		else if( enable && !done )
			begin
				index <= index +1;
				done = &index;
			end
	end
	assign mosi = data[ index ];
endmodule
==> run_results.csv <==
group,metric,value,unit
grt,grt_pass1_vias,1352,
logic_synthesis,synthTopCellsByArea,"dlxtp_1 (51%), mux4_1 (20%), dfrtp_1 (9.3%)",
route,wl_met1,1.81,mm
worst_setup_path,cpMaxStageDelayCell,"dfrtp_1",
cts,cts-root-buf,"clkbuf_8",
timing,setup_tns,0,ps
floorplanning,dieArea,15100,sq um
cts,postCtsHoldBufs,0,
worst_setup_path,path_class,"register to output pin",
grt,track_usage,5.94,%
finish,final_cells,335,
route,drc,0,
cts,clk_pin_slew,40,ps
route,drt_pre_antenna_iters,3,
finish,syn_to_final_growth,44.5,%
floorplanning,dieWidth,123,um
timing,layout_min_cycle_time,3420,ps
timing,worst_slack,575,ps
worst_setup_path,critPathArrivalTime,2620,ps
timing,unclocked_regs,64,
cts,numCtsBuffers,3,
grt,antenna_found_initial,0,
route,vias_per_cell,3.64,
timing,relSlewSlack,42.3,%
timing,clock.fmax,0.292,GHz
route,num_vias,1220,
logic_synthesis,synth_area_per_cell,14.1,sq um
place,place_ws,745,ps
route,met3_length,345,um
finish,design_area,2720,sq um
job,warnings,25,
status,status,"completed",
power_and_ir_drop,combPwrFrac,58.9,%
place,placed_area,2680,sq um
logic_synthesis,yosys_warnings,2,
route,met2_length,2.30,mm
timing,untimed_endpoints,64,
finish,layout-drive-gt1-share,4.52,%
power_and_ir_drop,leakage,1.16,nW
floorplanning,rows,37,
logic_synthesis,synth_top_area_share,51.1,%
logic_synthesis,yosys_cells,133,
route,first_iter_violations,12,
floorplanning,die_h,123,um
cts,insertion_delay,220,ps
power_and_ir_drop,p_int,0.539,mW
worst_setup_path,cp-start-kind,"register",
place,port_buffers,67,
power_and_ir_drop,irDropWorstVdd,0.109,mV
logic_synthesis,syn-cell-area,1880,sq um
power_and_ir_drop,power,0.846,mW
route,ant_nets,0,
worst_setup_path,crit_fanout,14,
power_and_ir_drop,switching_power,0.308,mW
place,gp_routability_congestion,0.749,
job,maxCapViolations,0,
worst_setup_path,crit_required,3200,ps
timing,fin_skew,1.53,ps
power_and_ir_drop,p_per_area,311,nW/um^2
floorplanning,fp_util,18.2,%
cts,h-tree-depth,1,
grt,grt_pass1_wl,7.17,mm
timing,grt_setup_unrepaired,"no",
logic_synthesis,synthCells,133,
logic_synthesis,synth_cell_types,27,
logic_synthesis,yosysChipArea,1880,sq um
power_and_ir_drop,swShare,36.3,%
logic_synthesis,synth_flop_count,71,
cts,postCtsSetupBuffers,0,
route,diodes,0,
route,dr.max_layer_used,"met4",
timing,final-max-slew-violation-count,0,
timing,setup_viol,0,
timing,final_hold_viol_count,0,
worst_setup_path,slowest_delay,540,ps
cts,post_cts_resized,0,
place,place_inst,331,
cts,cts_tree,"yes",
hold_path,hp-class,"register to register",
timing,tightest_slew,866,ps
floorplanning,ios,68,
route,drt_wl_total,4.47,mm
grt,grt_start_max_net_pins,66,
route,wire_per_inst,13.3,um
timing,finalCritPeriodShare,85.6,%
power_and_ir_drop,clock_power_share,11.4,%
floorplanning,core_area,10300,sq um
worst_setup_path,endpoint_kind,"output pin",
worst_setup_path,worstPathCellList,"buf_4 -> mux4_2 -> a221oi_2 -> o21ai_1 -> a22o_1 -> clkdlybuf4s50_1",
cts,clock_path_buffers,2,
logic_synthesis,top_area_cell,"dlxtp_1",
grt,gr-total-overflow,0,
power_and_ir_drop,pwr-share-seq,29.7,%
==> state kept, by name, indices dropped and copies added (netlist names) <==
register	count
data	64
index	6
done	1
==> placed cells by master (no fill, tap or decap), drive strengths merged, types with 2 or more instances in the layout <==
cell type,instances
buf,2
mux2i,5
nand2,4
inv,4
nand4,3
nor2b,4
xnor2,4
dlxtp,64
dfrtp,7
nor2,3
a221oi,3
clkdlybuf4s50,66
mux4,16
clkbuf,4
o21ai,2
==> power groups by stage <==
| stage | Sequential [mW] | Combinational (mW) | Clock, mW |
|---|---|---|---|
| 6_report | 0.251 | 0.498 | 0.0967 |
| 4_1_cts | 0.254 | 0.516 | 0.0989 |
| 5_1_grt | 0.269 | 0.553 | 0.104 |
==> synth_stat cells <==
master	instances
mux4_1	14
o21bai_1	1
dlxtp_1	64
mux4_2	2
inv_1	4
nand4_1	3
mux2i_1	5
nor2_1	3
ha_1	1
o21ai_0	1
a22o_1	1
xnor2_1	4
buf_12	1
mux2_2	1
nand2_1	4
a221oi_1	2
clkbuf_1	1
nand2b_1	1
nor2b_1	4
buf_2	3
dfrtp_1	7
o22ai_1	1
o21ai_1	1
xor2_1	1
buf_6	1
a221oi_2	1
a2bb2oi_1	1
==> layout make-up <==
type	instances	area, sq um
inverters	4	15.0
fillers	1047	7600
well taps	136	170
multi-input cells	52	681
repair buffers	68	673
flip-flops and latches	71	1140
clock buffers	4	45.0
==> worst paths after layout <==
path	from	end	slack, ps	cells after the start
setup / recovery	index[0]	mosi	580	6
hold / removal	done	done	490	1
setup reg to reg	index[0]	index[4]	2480	4
hold reg to reg	done	done	490	1
max in group asynchronous	load_data	index[2]	2850	2
min in group asynchronous	load_data	index[3]	940	2
==> per-stage QoR <==
stage | utilization [%] | hold slack [ps]
final | 26.3 | 490
after global routing | 26.3 | 531
after CTS | 26.3 | 491
after detailed placement | 25.9 | 479
after global placement | 25.9 | 460
after floorplan | - | 444
==> routing by layer <==
| layer | track usage (%) | vias up |
|---|---|---|
| met5 | 0 | - |
| met4 | 0.364 | 0 |
| met3 | 2.50 | 2 |
| met2 | 9.91 | 28 |
| met1 | 7.46 | 572 |
| li1 | - | 618 |
==> logic make-up (layout without fill, tap and decap cells) <==
kind of cell / count (synthesis) / after routing / share of synthesized area, %
mux: 22 / 22 / 25.2
buf+inv: 10 / 76 / 3.46
latches: 64 / 64 / 51.1
fa+ha+maj: 1 / 1 / 0.665
compound gates: 9 / 9 / 3.92
simple gates: 15 / 15 / 4.06
flops: 7 / 7 / 9.31
xor+xnor: 5 / 5 / 2.33
==> critical path: cells and delay by family (launching register included) <==
family                 cells  cell delay (ps)
AOI/OAI and AO/OA          3              590
DFF                        1              540
buffers and inverters      2              730
muxes                      1              540
Power figures rest on the tool's default switching activity, not on a simulated workload.
