--- /design/flow/config.mk ---
export PLATFORM = sky130hd
export DESIGN_NAME = E15Counter1HzB
export DESIGN_NICKNAME = E15Counter1HzB
export VERILOG_FILES = /design/flow/design.v
export SDC_FILE = /design/flow/constraint.sdc
export NUM_CORES = 4
export LEC_CHECK = 1
export CORE_AREA = 10 10 106 106
export DIE_AREA = 0 0 116 116
--- /design/flow/constraint.sdc ---
current_design E15Counter1HzB

set clk_period 3.0
set clk_io_pct 0.2

create_clock -name clk0 -period $clk_period [get_ports {Clk}]

set non_clock_inputs [all_inputs -no_clocks]
set_input_delay [expr $clk_period * $clk_io_pct] -clock clk0 $non_clock_inputs
set_output_delay [expr $clk_period * $clk_io_pct] -clock clk0 [all_outputs]
--- /design/flow/design.v ---
module E15Counter1HzB(Clk, D, Q);
input Clk;
input [3:0] D;
output [3:0] Q;
reg [25:0] R;
reg [3:0] CntOut;
assign Q=CntOut;
always @(posedge Clk)
begin
	if (R<50000000)
		R <= R+26'b1;
	else
		begin
			R <= 26'b0;
			CntOut <= ((CntOut<D) ? CntOut+4'b1 : 4'b0);
		end
end
endmodule
--- /design/flow/run.sh ---
#!/bin/bash
# OpenROAD 26Q1-2900-gdf79404cd8, Yosys 0.63+post, stock flow scripts
make -C /OpenROAD-flow-scripts/flow DESIGN_CONFIG=/design/flow/config.mk WORK_HOME=/design/flow/orfs finish
==> run summary <==
sw power - 143 uW
reg2reg end - R[25]$_SDFF_PP0_
Placed Cells incl. Taps - 271
post-route cell area - 1790 sq um
vias in the first global route - 1063
Top-area cell share - 0.337
Iteration-0 DRC Markers - 67
worst r2r path cells - 4
hold depth - 1
CORE AREA - 8850 sq um
Primary FF master, synth - dfxtp_1
R2R setup slack - 0.93 ns
Non-Filler Instances - 279
first-pass GRT wire length - 4840 um
family with the most delay on the worst path - simple AND/OR/NAND/NOR gates
HP Start - R[0]$_SDFF_PP0_
CP cell instances - nand4_4, or4_4, or4_1, a211oi_1
initial antenna violation count - 0
Pint - 578 uW
DRT Pass-1 Iters - 4
Yosys reg bits - 30
Clock Latency Late Sink - 0.28 ns
Sw Share - 0.198
post-route ant nets - 0
Port Buffers - 8
cell with the most instances after synthesis - dfxtp_1
ranking of synthesized cells by area - dfxtp_1, a211oi_1, edfxtp_1
OpenROAD warning count - 25
post-CTS setup buffers - 0
Post-CTS Hold Buffers - 0
cell taking the most area after synthesis - dfxtp_1
worst path arrival time - 2.26 ns
Clock power frac - 0.420
Synth Cell Area - 1540 sq um
relative slew slack - 0.801
CTS tree - built
# H-tree levels - 2
GR Util All Layers - 0.0414
startpoint types - register
CTS buffer count - 5
average wire per cell in the routed design - 10.2 um
Gate power share - 0.017
max-slew violation count - 0
max cap viols - 0
die area - 13500 sq um
Worst path max stage delay - 0.64 ns
Post-Route WL - 2850 um
Hold Path Sink - R[0]$_SDFF_PP0_
Mean Syn Cell Area - 9.65 sq um
post-route setup TNS - 0 ns
CP Max Fanout - 14
total grt overflow - 0
Async SR Flop Fraction - 0
RSZ-0062 raised after global routing - no
fp util - 0.174
Critical Path Sink Type - register
Max IR drop VDD - 152 uV
largest net degree at the start of global routing - 27
IO Count - 9
PwrDens - 403 nW/um^2
Max Freq - 482 MHz
number of enable flip-flop cells - 4
clk sinks - 30
status - completed
die width - 116 um
Post-DP Area - 1710 sq um
clock-pin slew on the worst setup and hold paths - 0.06 ns
Max clock buf depth - 2
top post-synthesis cells by count - dfxtp_1, a211oi_1, nand3_1, nor3_1, xor2_1
Worst Clk Skew - 0.00851 ns
die span in y - 116 um
Cell variety after synth - 31
yosys cell count - 160
FF-to-FF Start - R[13]$_SDFF_PP0_
critical path class - reg -> reg
# diodes - 0
synthesis area per yosys - 1540 sq um
Placement Rows - 34
Max stage delay cell, worst path - or4_4
clock root buffer - clkbuf_8
P_leak - 0.733 nW
share of cells above drive strength 1 - 0.0936
post_cts resized - 0
RD Place Congestion - 0.757
final hold vios - 0
HP Class - reg -> reg
Via density - 4.32
vias - 1206
Remaining DRCs - 0
Seq pwr share - 0.563
WP data required - 3.19 ns
final setup fails - 0
slew of the pin with the lowest slew margin - 0.298 ns
Util after Layout - 0.202
CP Buf/Inv Count - 0
cell count after synthesis - 160
P&R area growth vs syn - 16.0%
yosys warning tally - 1
final critical-path required period - 2.07 ns
HPWL Detailed - 1900 um
sequential fraction of the synthesis area - 0.415
fin crit share - 0.692
Final Hold Slack - 0.488 ns
-- stage by stage --
stage | setup slack (ns) | power, mW
final | 0.925 | 0.721
after global routing | 0.755 | 0.747
after CTS | 0.913 | 0.731
after detailed placement | 0.837 | 0.427
after global placement | 0.877 | 0.427
after floorplan | 1.09 | 0.421
-- routing by layer --
metal	GRT usage	share of wire	wire, um
met5	0	0	0
met4	0.00751	0.013	38
met3	0.0147	0.060	170
met2	0.0550	0.40	1130
met1	0.0633	0.53	1510
-- layout by cell type, fill, tap and decap left out, drive strengths merged --
master and count:
o21ai 7, a211oi 17, nand3 12, edfxtp 4
o31ai 6, inv 6, clkbuf 8, o21bai 1
nand4 6, nor3b 1, a21o 2, xnor2 4
dfxtp 26, xor2 9, clkdlybuf4s50 8, nor3 12
or3 7, nand2 7, and4 3, ha 5
or4 8, a21oi 1, and3 3, a31oi 1
nand2b 1, or2 2, buf 3, nor2b 1
-- flip-flops by register name, indices dropped and copies added (netlist names) --
register and count:
R 26, CntOut 4
-- worst reg2reg max path, stage by stage (launching register included) --
cell	delay [ns]
dfxtp_1	0.43
nand4_4	0.16
or4_4	0.64
or4_1	0.52
a211oi_1	0.24
-- how the worst max path moves through the flow --
stage	endpoint	startpoint	depth (start not counted)
after CTS	R[25]$_SDFF_PP0_	R[13]$_SDFF_PP0_	4
after global routing	R[18]$_SDFF_PP0_	R[0]$_SDFF_PP0_	5
final	R[25]$_SDFF_PP0_	R[13]$_SDFF_PP0_	4
-- power groups by stage --
stage / clock, mW / sequential [mW] / combinational, mW
CTS: 0.313 / 0.406 / 0.0124
global route: 0.327 / 0.406 / 0.0141
finish: 0.303 / 0.406 / 0.0123
-- layout make-up --
| cell class | count | area, sq um |
|---|---|---|
| clock buffer | 8 | 80.1 |
| fill | 954 | 7060 |
| inverter | 6 | 22.5 |
| multi-input combinational | 116 | 810 |
| sequential | 30 | 641 |
| tap | 108 | 135 |
| timing repair buffer | 11 | 103 |
-- cell families (layout without fill, tap and decap cells) --
group | count (synthesis) | after routing | share of synthesized area
simple gates | 63 | 63 | 0.251
buf+inv | 14 | 25 | 0.0632
flops | 30 | 30 | 0.415
compound gates | 35 | 35 | 0.156
xor+xnor | 13 | 13 | 0.0737
fa+ha+maj | 5 | 5 | 0.0405
No activity file was given, so power comes from the tool's default toggle rates.
